[design.v]
module A2D_intf
(
	input			clk,		 
	input			rst_n,		 
	input			strt_cnv,	 
	input [2:0]		chnnl,		 
	output logic		cnv_cmplt,	 
	output [11:0]		res,		 
	output			SS_n,		 
	output			SCLK,		 
	output			MOSI,		 
	input			MISO		 
);
logic		snd, done, done2;	 
logic [15:0]	cmd, resp;		 
assign cmd = {2'b00, chnnl, 11'h000};
assign res = resp[11:0];
SPI_mnrch	SPI_1(.clk(clk), .rst_n(rst_n), .snd(snd), .cmd(cmd), .MISO(MISO), .SS_n(SS_n),
		.SCLK(SCLK), .MOSI(MOSI), .done(done), .resp(resp));
typedef enum reg [1:0] {IDLE, CONVERT_1, WAIT, CONVERT_2} state_t;
state_t		state, nxt_state;
always_ff @(posedge clk, negedge rst_n) begin
   if (!rst_n) begin				 
      cnv_cmplt <= 1'b0;
      state <= IDLE;
   end
   else begin
      state <= nxt_state;
      if (done2) begin				 
	 cnv_cmplt <= 1'b1;
      end
      else begin				 
	 cnv_cmplt <= 1'b0;
      end
   end
end
always_comb begin
   nxt_state = state;
   snd = 1'b0;
   done2 = 1'b0;
   case (state)
      IDLE: begin
	 if (strt_cnv) begin
	    snd = 1'b1;
	    nxt_state = CONVERT_1;
	 end
      end
      CONVERT_1: begin
	 if (done) begin
	    nxt_state = WAIT;
	 end
      end
      WAIT: begin
	 snd = 1'b1;
	 nxt_state = CONVERT_2;
      end
      CONVERT_2: begin
	 if (done) begin
	    done2 = 1'b1;
	    nxt_state = IDLE;
	 end
      end
      default: nxt_state = IDLE;
   endcase
end
endmodule
module SPI_mnrch(clk, rst_n, snd, cmd, done, resp, SS_n, SCLK, MOSI, MISO);
    input clk, rst_n, snd;
    input [15:0] cmd;
    output done;
    output [15:0] resp;
    input MISO;
    output SS_n, SCLK, MOSI;
    logic ld_SCLK, shft, full;
    logic [4:0] SCLK_div;
    logic [4:0] bit_cntr;
    logic done16, init;
    logic [15:0] shft_reg;
    logic set_done;
    logic done_ff, SS_n_ff;
    always_ff @(posedge clk, negedge rst_n) begin : SCLK_assign
        if(!rst_n)
            SCLK_div <= 0;
        else begin
            if(ld_SCLK)
                SCLK_div <= 5'b10111;
            else
                SCLK_div <= SCLK_div + 1'b1;
        end
    end
    assign SCLK = SCLK_div[4];
    assign shft = (SCLK_div == 5'b10001) ? 1'b1 : 0;
    assign full = (&SCLK_div) ? 1'b1 : 0;
    always_ff @(posedge clk, negedge rst_n) begin : bit_counter
        if(!rst_n)
            bit_cntr <= 0;
        else begin
            if(init)
                bit_cntr <= 5'b00000;
            else begin
                if(shft)
                    bit_cntr <= bit_cntr + 1'b1;
            end
        end
    end
    assign done16 = (bit_cntr === 5'b10000) ? 1 : 0;
    always_ff @(posedge clk, negedge rst_n) begin : shifter
        if(!rst_n)
            shft_reg <= 16'b0;
        else begin
            if(init)
                shft_reg <= cmd;
            else if({init, shft} == 2'b01)
                shft_reg <= {shft_reg[14:0], MISO};
        end
    end
    assign MOSI = shft_reg[15];
    assign resp = shft_reg;
    typedef enum logic [1:0] {IDLE, SHIFTING, TRAILING} state_t;
    state_t state, nxt_state;
    always_ff @(posedge clk, negedge rst_n) begin : state_ff
        if(!rst_n)
            state <= IDLE;  
        else
            state <= nxt_state;
    end
    always_comb begin : state_machine
        nxt_state = state;
        ld_SCLK = 1'b0;
        init = 1'b0;
        set_done = 1'b0;
        case(state)
            IDLE: begin
                if(snd) begin
                    init = 1'b1;
                    ld_SCLK = 1'b1;
                    nxt_state = SHIFTING;
                end
            end
            SHIFTING: begin
                if(done16)
                    nxt_state = TRAILING;
            end
            TRAILING: begin
                if(full) begin
                    set_done = 1'b1; 
                    nxt_state = IDLE;
                end
            end
            default: nxt_state = IDLE;
        endcase
    end
    always_ff @(posedge clk, negedge rst_n) begin : done_assign
        if(!rst_n)
            done_ff <= 1'b0;
        else begin
            if(init)
                done_ff <= 1'b0;
            if(set_done)
                done_ff <= 1'b1;
        end
    end
    assign done = done_ff;
    always_ff @(posedge clk, negedge rst_n) begin : SS_n_assign
        if(!rst_n)
            SS_n_ff <= 1'b1;
        else begin
            if(init)
                SS_n_ff <= 1'b0;
            if(set_done)
                SS_n_ff <= 1'b1;
        end
    end
    assign SS_n = SS_n_ff;
endmodule
module slide_intf(POT_LP, POT_B1, POT_B2, POT_B3, POT_HP, POT_VOL, SS_n, SCLK, MOSI, MISO, clk, rst_n);
    input clk, rst_n, MISO;
    output logic [11:0] POT_LP, POT_B1, POT_B2, POT_B3, POT_HP, POT_VOL;
    output SS_n, SCLK, MOSI;
    logic [11:0] res;
    logic [2:0] chnnl, cmplt_counter;
    logic strt_cnv, cnv_cmplt;
    logic en_LP, en_B1, en_B2, en_B3, en_HP, en_VOL;  
    A2D_intf iA2D(.chnnl(chnnl), .strt_cnv(strt_cnv), .clk(clk), .rst_n(rst_n), .MISO(MISO), 
		.cnv_cmplt(cnv_cmplt), .res(res), .SS_n(SS_n), .SCLK(SCLK), .MOSI(MOSI));
    always_ff @(posedge clk, negedge rst_n) begin: LP
        if(!rst_n)
            POT_LP <= 0;
        else if(en_LP)
            POT_LP <= res; 
    end
    always_ff @(posedge clk, negedge rst_n) begin: B1
        if(!rst_n)
            POT_B1 <= 0;
        else if(en_B1)
            POT_B1 <= res; 
    end
    always_ff @(posedge clk, negedge rst_n) begin: B2
        if(!rst_n)
            POT_B2 <= 0;
        else if(en_B2)
            POT_B2 <= res; 
    end
    always_ff @(posedge clk, negedge rst_n) begin: B3
        if(!rst_n)
            POT_B3 <= 0;
        else if(en_B3)
            POT_B3 <= res; 
    end   
    always_ff @(posedge clk, negedge rst_n) begin: HP
        if(!rst_n)
            POT_HP <= 0;
        else if(en_HP)
            POT_HP <= res; 
    end  
    always_ff @(posedge clk, negedge rst_n) begin: VOL
        if(!rst_n)
            POT_VOL <= 0;
        else if(en_VOL)
            POT_VOL <= res; 
    end
    typedef enum logic[3:0] {IDLE,START, CHANNEL1,CHANNEL2,CHANNEL3,CHANNEL4,CHANNEL5,CHANNEL6} state_t;
    state_t state, nxt_state;
    always_ff @(posedge clk, negedge rst_n) begin : RRsequencer
        if(!rst_n)
            state <= IDLE; 
        else
            state <= nxt_state;
    end
    always_ff @(posedge clk, negedge rst_n) begin : cnv_cmplt_counter
        if(!rst_n)
            cmplt_counter <= 3'b0; 
        else if (cmplt_counter == 3'd6)
            cmplt_counter <= 3'b0;
        else if (cnv_cmplt)
            cmplt_counter <= cmplt_counter + 1;
    end   
    always_comb begin
        strt_cnv = 1'b0;
        nxt_state = state;
        en_LP = 1'b0;
        en_B1 = 1'b0;
        en_B2 = 1'b0;
        en_B3 = 1'b0;
        en_HP = 1'b0;
        en_VOL = 1'b0;
        chnnl = 0;
        case(state)
            IDLE: begin
                nxt_state = START;
            end
            START: begin
                strt_cnv = 1'b1;
                chnnl = 3'b001;
                nxt_state = CHANNEL1;
            end
            CHANNEL1: begin
                if(cmplt_counter == 3'd1) begin
                    en_LP = 1'b1;
                    strt_cnv = 1'b1;
                    chnnl = 3'b000;
                    nxt_state = CHANNEL2;
                end   
            end
			CHANNEL2: begin
                if(cmplt_counter == 3'd2) begin
                    en_B1 = 1'b1;
                    strt_cnv = 1'b1;
                    chnnl = 3'b100;    
                    nxt_state = CHANNEL3;
                end
            end
            CHANNEL3: begin   
                if(cmplt_counter == 3'd3) begin
                    en_B2 = 1'b1;
                    strt_cnv = 1'b1;   
                    chnnl = 3'b010; 
                    nxt_state = CHANNEL4;
                end    
            end
            CHANNEL4: begin       
                if(cmplt_counter == 3'd4) begin 
                    en_B3 = 1'b1;
                    strt_cnv = 1'b1;
                    chnnl = 3'b011;     
                    nxt_state = CHANNEL5;
                end 
            end
            CHANNEL5: begin
                if(cmplt_counter == 3'd5) begin
                    en_HP = 1'b1;
                    strt_cnv = 1'b1;
                    chnnl = 3'b111;                  
                    nxt_state = CHANNEL6;
                end
            end
            CHANNEL6: begin   
                if(cmplt_counter == 3'd6) begin
                    en_VOL = 1'b1;
                    nxt_state = IDLE;
                end
            end
            default : nxt_state = state;
        endcase
    end
endmodule
[run.sh]
#!/bin/bash
# OpenROAD 26Q1-2900-gdf79404cd8, Yosys 0.63+post, stock flow scripts
make -C /OpenROAD-flow-scripts/flow DESIGN_CONFIG=/design/flow/config.mk WORK_HOME=/design/flow/orfs finish
[constraint.sdc]
current_design slide_intf

set clk_period 3.3
set clk_io_pct 0.2

create_clock -name clk0 -period $clk_period [get_ports {clk}]

set non_clock_inputs [all_inputs -no_clocks]
set_input_delay [expr $clk_period * $clk_io_pct] -clock clk0 $non_clock_inputs
set_output_delay [expr $clk_period * $clk_io_pct] -clock clk0 [all_outputs]
[config.mk]
export PLATFORM = sky130hd
export DESIGN_NAME = slide_intf
export DESIGN_NICKNAME = slide_intf
export VERILOG_FILES = /design/flow/design.v
export SDC_FILE = /design/flow/constraint.sdc
export NUM_CORES = 4
export LEC_CHECK = 1
export CORE_UTILIZATION = 40
==> flow_summary_export.csv <==
group,metric,value,unit
worst_setup_path,worst_ep_required_time,3.59,ns
pwr,p_total,3.36,mW
clock_tree,cts_resized,0,
outcome,run_status,"finished clean",
grt,grtUsageMet2,0.259,
timing,fin_hold_ws,0.195,ns
detailed_routing,ant_nets,0,
detailed_routing,viasPerCell,4.90,
floorplan,fp-row-count,39,
grt,met3_usage,0.0432,
timing,period_needed,2.40,ns
synthesis,syn-instance-count,354,
timing,setup_slack,0.898,ns
placed_design,port_buffers,77,
synthesis,ys_warn_count,3,
worst_setup_path,reg2reg_setup_slack,0.90,ns
grt,grt_max_degree,56,
floorplan,die_w,112,um
placed_design,placed_cell_area,5750,um^2
pwr,clkPwrFrac,0.555,
cells_and_area,drive_above_1_share,0.283,
grt,grt_pass1_vias,3046,
synthesis,edf_count,0,
detailed_routing,wl_per_cell,16.4,um
pwr,peakVddDrop,0.378,mV
synthesis,ys.flop_type,"dfrtp_1",
clock_tree,clk_pin_slew,0.05,ns
pwr,p_leak,3.01,nW
synthesis,postSynthSeqShare,0.620,
pwr,pwr-share-comb,0.010,
timing,finalCritPeriodShare,0.728,
detailed_routing,dr.pass1.iters,21,
placed_design,place_inst,564,
timing,setup_viol,0,
clock_tree,postCtsHoldBufs,0,
cells_and_area,final_cell_area,6350,um^2
worst_setup_path,crit_chain,"and4bb_2, nor2_2, a31oi_4, buf_4, a21oi_2",
timing,drv_slew,0,
detailed_routing,first_iter_violations,127,
clock_tree,post_cts_buffers,0,
cells_and_area,largest_reg_flops,16,
grt,grt_overflow,0,
clock_tree,clock_latency,0.41,ns
floorplan,die-height,112,um
worst_setup_path,cp_max_fo,25,
placed_design,dp_hpwl,6270,um
worst_setup_path,start_kind,"flop",
pwr,p_switching,0.638,mW
synthesis,yosys_cells,354,
synthesis,synth.distinct_cells,42,
placed_design,pre_cts_slack,0.896,ns
clock_tree,clockRootBuffer,"clkbuf_16",
timing,fmax,0.416,GHz
pwr,swShare,0.190,
grt,grt_pass1_wl,16200,um
worst_setup_path,crit_path_end_kind,"flop",
detailed_routing,vias,2915,
synthesis,numSynthFlops,119,
pwr,power.share.sequential,0.435,
clock_tree,htreeDepth,4,
min_path,hp-class,"primary input to asynchronous set/reset pin",
clock_tree,cts_tree,"yes",
grt,antenna_found_initial,0,
job,cap_viol_max_count,0,
timing,rsz0062_at_grt,"false",
synthesis,syn_avg_cell_area,13.6,um^2
clock_tree,cts_buffer_depth,2,
grt,track_usage,0.172,
clock_tree,cts.sinks,119,
pwr,internal_power,2.73,mW
worst_setup_path,cp_slowest_cell,"dfrtp_1",
synthesis,netlist_area,4810,um^2
grt,grt_util_met1,0.275,
timing,setup_tns,0,ns
job,warning_count,27,
floorplan,io_pins,78,
floorplan,core,11600,um^2
timing,hold_viol_final,0,
clock_tree,numCtsBuffers,17,
pwr,powerDensity,529,nW/um^2
floorplan,dieArea,12500,um^2
worst_setup_path,cpPeakStageDelay,0.65,ns
synthesis,synth-area-yosys,4810,um^2
timing,maxSlewHeadroom,0.454,
cells_and_area,syn2layout_area_growth,32.0,%
synthesis,synthArstFlopShare,1.00,
worst_setup_path,worst-path-buf-inv,1,
floorplan,fp_util,0.416,
placed_design,gp_congestion,0.761,
worst_setup_path,arrival,2.69,ns
worst_setup_path,critical_path_class,"flop to flop",
detailed_routing,drc,0,
grt,gr-max-usage-layer,"met1",
cells_and_area,fillers,909,
detailed_routing,drt_wl_total,9740,um
cells_and_area,final_core_util,0.549,
cells_and_area,layoutNonFillerInstCount,595,
timing,tightestPinTransition,0.817,ns
worst_setup_path,cp_top_family,"simple AND/OR/NAND/NOR gates",
timing,fin_skew,0.00864,ns
detailed_routing,num_antenna_cells,0,
==> area by class of cell <==
class,count,area (um^2),area share
Tap cell,143,179,0.0282
Clock inverter,8,120,0.0189
Inverter,11,41.3,0.00650
Clock buffer,23,488,0.0768
Sequential cell,119,2980,0.469
Timing Repair Buffer,84,833,0.131
Multi-Input combinational cell,207,1710,0.269
==> power groups by stage <==
stage                 registers, mW  clock network [mW]  logic, mW
final                          1.46                1.87     0.0337
after CTS                      1.46                1.91     0.0364
after global routing           1.46                1.97     0.0407
==> per-layer routing <==
layer,wire (um),up-vias
met4,105,0
met2,4610,51
met5,0,-
met3,518,8
met1,4510,1461
li1,-,1395
==> cells by family (layout without fill, tap and decap cells) <==
group / after synthesis / after routing / synth area share
compound gates: 40 / 40 / 0.0598
xor+xnor: 6 / 6 / 0.0109
fa+ha+maj: 6 / 6 / 0.0156
buf+inv: 28 / 126 / 0.0317
flops: 119 / 119 / 0.620
mux: 80 / 80 / 0.185
simple gates: 75 / 75 / 0.0772
==> cell usage in the layout, fill, tap and decap left out, drive strengths merged, types with 4 or more instances in the layout <==
| master | Yosys | final |
|---|---|---|
| dfrtp | 115 | 115 |
| clkdlybuf4s50 | 0 | 76 |
| mux2 | 73 | 73 |
| nand2 | 43 | 43 |
| clkbuf | 3 | 23 |
| a21oi | 19 | 19 |
| inv | 11 | 11 |
| o21ai | 8 | 8 |
| buf | 14 | 8 |
| mux2i | 7 | 7 |
| nor2 | 7 | 7 |
| ha | 6 | 6 |
| xor2 | 5 | 5 |
| nand2b | 5 | 5 |
| a21o | 4 | 4 |
| dfstp | 4 | 4 |
==> worst paths after layout <==
check | start | to | depth (start not counted)
worst max-delay path | cmplt_counter[0]$_DFFE_PN0P_ | iA2D.SPI_1.shft_reg[10]$_DFFE_PN0P_ | 5
min in group clk0 | state[0]$_DFF_PN1_ | state[4]$_DFF_PN0_ | 0
worst min-delay path | rst_n | POT_B2[10]$_DFFE_PN0P_ | 1
worst min register to register | state[0]$_DFF_PN1_ | state[4]$_DFF_PN0_ | 0
max in group asynchronous | rst_n | state[0]$_DFF_PN1_ | 2
worst max register to register | cmplt_counter[0]$_DFFE_PN0P_ | iA2D.SPI_1.shft_reg[10]$_DFFE_PN0P_ | 5
==> synthesized netlist by cell type (all sizes together), types with 4 or more instances <==
master	count	area, um^2
ha	6	75.1
nand2	43	161
dfstp	4	105
inv	11	41.3
o21ai	8	40.0
mux2i	7	70.1
xor2	5	43.8
buf	14	100
mux2	73	822
dfrtp	115	2880
nand2b	5	31.3
a21o	4	30.0
a21oi	19	129
nor2	7	28.8
Power figures rest on the tool's default switching activity, not on a simulated workload.
