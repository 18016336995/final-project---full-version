### /design/flow/run.sh
#!/bin/bash
# OpenROAD 26Q1-2900-gdf79404cd8, Yosys 0.63+post, stock flow scripts
make -C /OpenROAD-flow-scripts/flow DESIGN_CONFIG=/design/flow/config.mk WORK_HOME=/design/flow/orfs finish
### /design/flow/config.mk
export PLATFORM = sky130hd
export DESIGN_NAME = spkr_drv
export DESIGN_NICKNAME = spkr_drv
export VERILOG_FILES = /design/flow/design.v
export SDC_FILE = /design/flow/constraint.sdc
export NUM_CORES = 4
export LEC_CHECK = 1
export CORE_UTILIZATION = 30
### /design/flow/constraint.sdc
current_design spkr_drv

set clk_period 8.3
set clk_io_pct 0.2

create_clock -name clk0 -period $clk_period [get_ports {clk}]

set non_clock_inputs [all_inputs -no_clocks]
set_input_delay [expr $clk_period * $clk_io_pct] -clock clk0 $non_clock_inputs
set_output_delay [expr $clk_period * $clk_io_pct] -clock clk0 [all_outputs]
### /design/flow/design.v
module PDM(clk, rst_n, duty, PDM, PDM_n);
   input	clk, rst_n;			
	input [15:0] duty;			
	output reg PDM;
	output reg PDM_n;			
   logic [15:0]	A, B, f1, f2;
   logic greater;	 
   assign greater = (A >= f2) ? 1'b1 : 1'b0;
   always_ff @(posedge clk, negedge rst_n) begin
      if (!rst_n)
         A <= 1'b0;
      else 
         A <= duty;
   end
   always_comb begin
      if (greater)
         B = 16'hFFFF;
      else
         B = 16'h0000;
         f1 = B - A;
   end
   always_ff @(posedge clk, negedge rst_n) begin
      if (!rst_n)
         f2 <= 1'b0;
      else
         f2 <= f2 + f1;
   end
   always_ff @(posedge clk, negedge rst_n) begin
      if (!rst_n) begin
         PDM <= 1'b0;
         PDM_n <= 1'b1;
      end
      else begin
         PDM <= greater;
         PDM_n <= ~greater;  
      end
   end
endmodule
module spkr_drv(clk,rst_n,vld,lft_chnnl,rght_chnnl,lft_PDM,
                rght_PDM,lft_PDM_n,rght_PDM_n);
  input clk, rst_n;
  input vld;			 
  input signed [15:0] lft_chnnl;
  input signed [15:0] rght_chnnl;
  output lft_PDM;
  output rght_PDM;
  output lft_PDM_n;
  output rght_PDM_n;
  reg signed [15:0] lft_reg, rght_reg;
  always_ff @(posedge clk, negedge rst_n)
    if (!rst_n) begin
	  lft_reg <= 16'h0000;
	  rght_reg <= 16'h0000;
	end else if (vld) begin
	  lft_reg <= lft_chnnl ^ 16'h8000;		 
	  rght_reg <= rght_chnnl ^ 16'h8000;	 
	end
  PDM iLft(.clk(clk),.rst_n(rst_n),.duty(lft_reg),.PDM(lft_PDM),.PDM_n(lft_PDM_n));
  PDM iRght(.clk(clk),.rst_n(rst_n),.duty(rght_reg),.PDM(rght_PDM),.PDM_n(rght_PDM_n));
endmodule
==> Changelog: implementation <==
### Metrics

* Outcome: finished, final reports clean
* Met3 track utilization from global routing at 0.0268
* Final Hold Slack at about 370 ps
* Number of iterations in the first detailed-routing pass at 4
* Slowest-stage cell, CP: sky130_fd_sc_hd__fa_1
* CP max FO at 16
* Sum of negative setup slack at 0 ps
* Sequential area share after synthesis at 0.438
* Transition time at the pin with the least slew margin at 818 ps
* Number of failing hold endpoints at the final stage at 0
* Syn avg cell area at 11.9 um^2
* Ports at 39
* Fillers at ~1800
* Global-route wire length before repair at about 17000 um
* CTS-repair resized insts at 0
* Total of flip-flops plus latches after synthesis at about 100
* Clock-pin slew reported for the worst setup and hold paths after clock tree synthesis at around 70 ps
* Final weighted congestion in routability-driven placement at roughly 0.85
* CP max stage delay at 630 ps
* Clock period minus final worst setup slack at roughly 4400 ps
* Clock buffer count from CTS at 9
* TritonCTS clock tree: yes
* Element type at the critical path start: register
* Final worst setup slack at approximately 3900 ps
* Count of warning messages emitted by the tools at 27
* Worst min-delay path category: reg2reg
* Total number of vias at around 3500
* Cycle use final at 0.532
* Met2 usage in global routing at 0.161
* Post-synthesis chip area from yosys at between 0.005 and 0.006 mm^2
* Count of inserted antenna diode cells at 0
* Vias in the first global route at about 3700
* Post-CTS setup-driven buffer insertion count at 0
* Layout overhead on the synthesized area at 17.1%
* Crit path capture type: register
* Worst path arrival time at 4690 ps
* Crit path required time at about 8600 ps
* Initial antenna violation count at 0
* Final Skew at 8.95 ps
* Sink count of the clock tree at approximately 100
* Setup violations, final at 0
* Slew Limit Fails at 0
* Largest buffer count on any clock path at 2
* Count of buffers inserted at the top-level ports at 38
* Count of different cell masters after synthesis at 42
* Highest-utilization routing layer at the global route stage: met1
* Overall fraction of global-route tracks in use at 0.110
* Post-detailed-routing wire length at between 9000 and 10000 um
* Drt wl/cell at 12.4 um
* Fraction of the core area occupied by cells at floorplan at 0.305
* Worst path most repeated cell: sky130_fd_sc_hd__a21oi_1
* Max Fclk at about 0.23 GHz
* Root buffer selected by CTS: sky130_fd_sc_hd__clkbuf_16
* Detailed placer's ending HPWL at 7100 um
* Placement Setup Slack at around 3900 ps
* Number of hold-repair buffers added at the cts stage at 0
* Die y size at between 100 and 150 um
* Number of H-tree levels at 3
* Synthesis Warnings at 2
* Number of nets still failing antenna checks after routing at 0
* Max Cap Violations at 0
* Starting DRC count in detailed routing at 126
* Layout cells sized above 1 at 0.116
* Top library cells by usage in the layout, fill and taps aside: sky130_fd_sc_hd__dfrtp_1 (98), sky130_fd_sc_hd__inv_1 (79), sky130_fd_sc_hd__ha_1 (64), sky130_fd_sc_hd__clkdlybuf4s50_1 (37), sky130_fd_sc_hd__a21oi_1 (31)
* Setup repair after global routing missed its margin: no
* CORE AREA at 0.0187 mm^2
* Cell count after synthesis at roughly 480
* Total standard cell area after synthesis at roughly 0.0057 mm^2
* Startpoint-to-endpoint class of the critical path: reg2reg
* Number of cell instances after yosys synthesis at ~480
* Worst relative slew slack at 0.454
* Die X at ~140 um
* Pin count of the biggest net entering global routing at around 40
* Later-pin clock latency in the skew report at between 300 and 400 ps
* Number of placement rows at ~50
* GR Layer Usage met1 at 0.174
* DRC violation count after routing at 0
* Cells along the critical path: inv_1 > ha_1 > nand2b_4 > a2111oi_4 > o31ai_2 > a211oi_4 > inv_1 > fa_1 > fa_1 > a21oi_1 > o221ai_1 > a21oi_1 > o211ai_1 > a21oi_1 > xnor2_1
* Most numerous logic cell after layout: sky130_fd_sc_hd__dfrtp_1
* Remaining global-route overflow at 0
* Avg Vias per Cell at between 4 and 5
* Die Footprint at approximately 0.02 mm^2
==> routing by layer <==
metal | wire length (um) | vias to the layer above
li1 | - | 1710
met1 | 4900 | 1669
met2 | 3960 | 73
met3 | 482 | 11
met4 | 169 | 0
met5 | 0 | -
==> per-stage QoR <==
stage	utilization	std cells	cell area (um^2)
after global routing	0.358	768	6690
after detailed placement	0.342	752	6410
after floorplan	-	479	5710
after CTS	0.358	768	6690
after global placement	0.342	752	6410
final	0.358	768	6690
==> worst paths after layout <==
| kind | start | end | slack [ps] | cells after the start |
|---|---|---|---|---|
| max | iLft.f2[0]$_DFF_PN0_ | iLft.f2[10]$_DFF_PN0_ | 3890 | 15 |
| min | lft_reg[8]$_DFFE_PN0P_ | iLft.A[8]$_DFF_PN0_ | 370 | 0 |
| max reg2reg | iLft.f2[0]$_DFF_PN0_ | iLft.f2[10]$_DFF_PN0_ | 3890 | 15 |
| min reg2reg | lft_reg[8]$_DFFE_PN0P_ | iLft.A[8]$_DFF_PN0_ | 370 | 0 |
| max in group asynchronous | rst_n | iLft.A[6]$_DFF_PN0_ | 5790 | 3 |
| min in group asynchronous | rst_n | lft_reg[3]$_DFFE_PN0P_ | 1200 | 1 |
==> logic make-up after synthesis <==
logic type               after synthesis  synth area share
buffers and inverters                 83            0.0545
multiplexers                          32            0.0626
XOR/XNOR                              34            0.0521
flip-flops                           100             0.438
AND/OR/NAND/NOR                       49            0.0423
AND-OR/OR-AND                         87             0.105
adder cells (fa/ha/maj)               94             0.245
==> worst max-delay path, delay by kind of cell, from the launching register on <==
family                     cells  cell delay, ps
AOI/OAI and AO/OA              8            1830
adders and majority gates      3            1400
buffers and inverters          2             470
DFF                            1             350
and+or+nand+nor                1             150
xor gates and xnor gates       1             140
==> Yosys cell counts <==
library cell | number | area share
sky130_fd_sc_hd__and4_1 | 2 | 0.0031
sky130_fd_sc_hd__inv_1 | 79 | 0.052
sky130_fd_sc_hd__nand2_1 | 14 | 0.0092
sky130_fd_sc_hd__o31ai_2 | 1 | 0.0022
sky130_fd_sc_hd__nor3_1 | 4 | 0.0035
sky130_fd_sc_hd__a211oi_4 | 1 | 0.0035
sky130_fd_sc_hd__fa_1 | 30 | 0.11
sky130_fd_sc_hd__o221ai_1 | 2 | 0.0031
sky130_fd_sc_hd__a21oi_1 | 31 | 0.027
sky130_fd_sc_hd__mux2_2 | 30 | 0.059
sky130_fd_sc_hd__xor2_1 | 10 | 0.015
sky130_fd_sc_hd__o21ai_1 | 4 | 0.0035
sky130_fd_sc_hd__a31oi_1 | 1 | 0.0011
sky130_fd_sc_hd__clkbuf_1 | 4 | 0.0026
sky130_fd_sc_hd__o22ai_1 | 1 | 0.0011
sky130_fd_sc_hd__nand2b_4 | 1 | 0.0024
sky130_fd_sc_hd__a211oi_1 | 1 | 0.0013
sky130_fd_sc_hd__o41ai_1 | 1 | 0.0015
sky130_fd_sc_hd__nand3_1 | 3 | 0.0026
sky130_fd_sc_hd__a21o_1 | 9 | 0.012
sky130_fd_sc_hd__nand3b_1 | 1 | 0.0013
sky130_fd_sc_hd__ha_1 | 64 | 0.14
sky130_fd_sc_hd__o221ai_2 | 1 | 0.0026
sky130_fd_sc_hd__nor2b_1 | 3 | 0.0033
sky130_fd_sc_hd__nor2_1 | 14 | 0.0092
sky130_fd_sc_hd__a2111oi_0 | 2 | 0.0031
sky130_fd_sc_hd__o31ai_1 | 1 | 0.0013
sky130_fd_sc_hd__xnor2_1 | 24 | 0.037
sky130_fd_sc_hd__or2_1 | 1 | 0.0011
sky130_fd_sc_hd__o21ai_0 | 8 | 0.0070
sky130_fd_sc_hd__a2111oi_4 | 1 | 0.0048
sky130_fd_sc_hd__dfrtp_1 | 98 | 0.43
sky130_fd_sc_hd__o21a_1 | 5 | 0.0066
sky130_fd_sc_hd__a21boi_0 | 2 | 0.0026
sky130_fd_sc_hd__o21bai_1 | 7 | 0.0092
sky130_fd_sc_hd__nand4_1 | 4 | 0.0044
sky130_fd_sc_hd__and3_1 | 1 | 0.0011
sky130_fd_sc_hd__o211ai_1 | 5 | 0.0066
sky130_fd_sc_hd__nand2b_1 | 1 | 0.0011
sky130_fd_sc_hd__mux2i_1 | 2 | 0.0035
sky130_fd_sc_hd__a21oi_2 | 3 | 0.0046
sky130_fd_sc_hd__dfstp_2 | 2 | 0.0092
==> cell type report <==
class                      instances  area [um^2]  area share
timing repair buffer              43          415      0.0621
sequential                       100         2500       0.374
tap                              234          293      0.0438
inverter                          79          297      0.0443
multi-input combinational        296         2900       0.433
clock buffer                      10          239      0.0357
clock inverter                     6         46.3     0.00692
