==> flow/design.v <==
module I2S_Serf(clk, rst_n, I2S_sclk, I2S_ws, I2S_data, lft_chnnl, rght_chnnl, vld);
input clk, rst_n, I2S_data, I2S_sclk, I2S_ws;
output logic [23:0] lft_chnnl, rght_chnnl;
output logic vld;
logic sclk_rise, sclk_fall, rise_det, fall_det;
logic temp1, temp2;
always_ff @(posedge clk, negedge rst_n)begin
    if(!rst_n) begin
        rise_det <= 1'b0;  
	temp1 <= 1'b0;
    end
    else begin
	temp1 <= I2S_sclk; 
        rise_det <= temp1;
    end
end
assign sclk_rise = (~rise_det) && temp1;  
always_ff @(posedge clk, negedge rst_n)begin
    if(!rst_n) begin
        fall_det <= 1'b0;  
	temp2 <= 1'b0;
    end
    else begin
	temp2 <= I2S_ws;
        fall_det <= temp2;
    end
end
assign sclk_fall = (~temp2) && fall_det;  
reg [47:0]shft_reg, shft_temp;
always_ff @(posedge clk or negedge rst_n) begin
    if(!rst_n)
        shft_reg <= 48'b0;  
    else
        shft_reg <= shft_temp;
end
assign shft_temp = (sclk_rise)? {shft_reg[46:0], I2S_data} : shft_reg;  
assign lft_chnnl = shft_reg[47:24];  
assign rght_chnnl = shft_reg[23:0];  
logic [4:0]bit_cntr, cntr_temp1, cntr_temp2;
logic eq22, eq23, eq24;
logic clr_cnt;
always_ff @(posedge clk, negedge rst_n) begin
    if(!rst_n)
        bit_cntr <= 0;  
    else
        bit_cntr <= cntr_temp2;
end
assign cntr_temp1 = (sclk_rise)? bit_cntr+1: bit_cntr;  
assign cntr_temp2 = (clr_cnt)? 5'b0 : cntr_temp1;  
assign eq22 = (bit_cntr == 5'd22)? 1:0;  
assign eq23 = (bit_cntr == 5'd23)? 1:0; 
assign eq24 = (bit_cntr == 5'd24)? 1:0; 
logic check22, check23;
and check0(check22, eq22, ~I2S_ws, sclk_rise); 
and check1(check23, eq23, I2S_ws, sclk_rise);
typedef enum logic[1:0] {IDLE, WAIT, LEFT, RIGHT} state_t;  
state_t state, nxt_state;
always_ff @(posedge clk, negedge rst_n) begin
    if(!rst_n)
	state <= IDLE;  
    else
	state <= nxt_state;
end
always_comb begin
	nxt_state = state;
	clr_cnt = 0;
	vld = 0;
	case(state) 
	IDLE: 
	    if(sclk_fall == 1'b1)
		nxt_state = WAIT;  
	WAIT:
	    if(sclk_rise == 1'b1)begin
		clr_cnt = 1;
		nxt_state = LEFT; 
	    end
	LEFT:
	    if(eq24 == 1'b1)begin
		clr_cnt = 1;
		nxt_state = RIGHT;  
	    end
	RIGHT:
	    if(check22||check23)
		nxt_state = IDLE;  
	    else if(eq24)begin
		clr_cnt = 1;
		vld = 1;
		nxt_state = LEFT;  
	    end
	endcase
	end
endmodule
==> flow/run.sh <==
#!/bin/bash
# OpenROAD 26Q1-2900-gdf79404cd8, Yosys 0.63+post, stock flow scripts
make -C /OpenROAD-flow-scripts/flow DESIGN_CONFIG=/design/flow/config.mk WORK_HOME=/design/flow/orfs finish
==> flow/config.mk <==
export PLATFORM = sky130hd
export DESIGN_NAME = I2S_Serf
export DESIGN_NICKNAME = I2S_Serf
export VERILOG_FILES = /design/flow/design.v
export SDC_FILE = /design/flow/constraint.sdc
export NUM_CORES = 4
export LEC_CHECK = 1
export CORE_UTILIZATION = 50
==> flow/constraint.sdc <==
current_design I2S_Serf

set clk_period 3.0
set clk_io_pct 0.2

create_clock -name clk0 -period $clk_period [get_ports {clk}]

set non_clock_inputs [all_inputs -no_clocks]
set_input_delay [expr $clk_period * $clk_io_pct] -clock clk0 $non_clock_inputs
set_output_delay [expr $clk_period * $clk_io_pct] -clock clk0 [all_outputs]
==> run notes <==
run results: met1 Use GR 0.3200, H-tree depth 3, Netlist cell types 28, fin. max-slew vios 0, outcome complete, no violations, RSZ-0062 raised after global routing false, core area 0.004504 mm², Final Setup Violations 0, initial DRC count 126, Die Ht 71.61 µm, IO buf count 53, # DRC 0, Rel. slew slack 0.5979, IO Pins 54, grt ovf 0, Static Leak 1.626 nW, Synth area leader dfrtp_1, Setup crit end kind output pin, PostCTS Resize Cnt 0, Power Dens Cells 612.6 mW/mm², postcts setup bufs 0, CP peak stage delay 0.48 ns, post-synth top area share 0.6198, root buffer cell clkbuf_8, TritonCTS clock tree yes, top cell family by delay on the critical path buffers and inverters, worst reg2reg path startpoint rise_det$_DFF_PN0_, CP Cell Sequence inv_1 > ha_1 > nand4b_1 > nor2_1 > clkdlybuf4s50_1, stages on the worst setup path 5, GR Util All Layers 0.1912, Seq share, synth 0.6307, Tightest Pin Transition 0.6032 ns, gr busiest metal met1, chip area 0.005127 mm², Max-cap violations 0, Synth area leaders dfrtp_1 (62%), nand2_1 (23%), buf_2 (2.3%), ha_1 (1.5%), dfstp_2 (1.1%), met2 GRT Util 0.2662, Fillers 337, initial antenna violation count 0, Setup crit start bit_cntr[0]$_DFFE_PN0P_, tool warnings 28, Die W 71.61 µm, cells after synthesis 261, worst min path class in -> async, Critical Path Fanout Max 6, Worst EP arrival 1.89 ns, clock latency (worst-skew pair) 0.33 ns, Warnings, synthesis 2, crit start category register, clock sinks 61, Vias/cell 4.906, CTS Buf Count 9, first-pass GRT wire length 7.320 mm, Syn-to-layout area delta 30.73%, maximum VDD drop 414.4 µV, Final period util 0.8295, GP Congestion 0.8004, share of cells above drive strength 1 0.07210, Setup CP Type reg -> out, Slowest cell on crit path clkdlybuf4s50_1, max FFs per register 48, number of routed nets with antenna violations 0, ANT cells 0, Pre-Repair DR Iteration Count 4, vias in the first global route 1,579, worst path required time 2.40 ns, met3 usage in global routing 0.06847, YS chip area 0.002422 mm², synthesized area 0.002422 mm², Hold Vio Cnt, Final 0, Avg Synthesized Cell Area 9.281 µm², Vias 1,820, largest net degree at the start of global routing 62, CTS clock-pin slew for the worst setup and hold paths 0.06 ns, CTS Hold Bufs 0, Yosys Instances 261, total wire length 4.394 mm, dpl hpwl 2.622 mm, Bufs and invs on worst path 2, Max Buffers Root-to-Sink 2, Setup Skew 0.005811 ns, Std-Cell Rows 24, Tmin final 2.489 ns, Post-Route Utilization 0.7031, setup TNS 0 ns, Seq cells post-synth 61, Wirelength per Cell 11.84 µm, initial core utilization 0.5378, Max Clk Rate 0.4018 GHz, path depth of the worst reg2reg path 3
## final cells by class
type | count | area [µm²] | area share
Clock buffer | 12 | 145.1 | 0.04583
Clock inverter | 4 | 47.55 | 0.01501
Inverter | 4 | 15.01 | 0.004741
Multi-Input combinational cell | 183 | 813.3 | 0.2568
Sequential cell | 61 | 1528 | 0.4824
Tap cell | 52 | 65.06 | 0.02055
Timing Repair Buffer | 55 | 553.0 | 0.1746
## stage by stage
step	setup WS (ns)	instances	hold slack, ns	area, µm²	power [mW]
3_3_place_gp	0.9028	355	0.3481	2974	1.253
4_1_cts	0.4866	371	0.2755	3167	1.969
2_1_floorplan	1.477	261	0.3044	2422	1.111
3_5_place_dp	0.8600	355	0.3565	2974	1.259
5_1_grt	0.3105	371	0.2837	3167	2.056
6_report	0.5114	371	0.2690	3167	1.940
## logic make-up (layout without fill, tap and decap cells)
family,after synthesis,in the layout,synth area share
adders and majority gates,3,3,0.01550
AOI/OAI and AO/OA,14,14,0.03616
and+or+nand+nor,165,165,0.2769
DFF,61,61,0.6307
muxes,1,1,0.004132
buffers and inverters,17,75,0.03667
## final timing paths
path                                            to  slack, ns
max                                            vld       0.51
min                             fall_det$_DFF_PN0_       0.27
max reg2reg                bit_cntr[2]$_DFFE_PN0P_       1.34
min reg2reg                     fall_det$_DFF_PN0_       0.37
max in group asynchronous       state[0]$_DFF_PN1_       2.45
min in group clk0               fall_det$_DFF_PN0_       0.37
## cells in the mapped netlist
cell,count
buf_6,1
or3_1,1
ha_1,3
a22o_1,1
nor2_1,4
nor2_2,1
or4_1,2
buf_4,1
a21oi_2,1
nand3b_1,1
inv_1,4
a211oi_1,1
nor2b_1,1
o21ai_0,4
dfstp_2,1
a31oi_1,2
nand2_1,148
dfrtp_1,60
buf_2,11
nand3_1,2
nand4b_1,1
or4b_4,1
nand2b_4,1
nor4_1,1
mux2i_1,1
a21oi_1,4
nand2b_1,1
a221o_1,1
## per-layer routing
layer	wire, µm	vias up	part of all wire
li1	-	922	-
met1	2144	853	0.49
met2	1929	41	0.44
met3	271	4	0.062
met4	48	0	0.011
met5	0	-	0
## where the power goes
group	internal [mW]	total, mW	switching (mW)
registers	0.910	0.995	0.0846
logic	0.145	0.247	0.102
clock network	0.404	0.698	0.294
## cells in the final DEF (no fill, tap or decap), types with 2 or more instances in the layout
| master | n |
|---|---|
| dfrtp_1 | 60 |
| o21ai_0 | 4 |
| clkdlybuf4s50_1 | 52 |
| nand2_1 | 148 |
| nor2_1 | 4 |
| a21oi_1 | 4 |
| ha_1 | 3 |
| nand3_1 | 2 |
| clkinv_2 | 2 |
| clkbuf_8 | 10 |
| a31oi_1 | 2 |
| clkbuf_1 | 2 |
| inv_1 | 4 |
| or4_1 | 2 |
Power and IR drop assume default switching activity.
